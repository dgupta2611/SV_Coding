===== flow/design.v =====
module AP_detector (
    input [7:0] A, B, C, D, E, F, G, 
    output logic is_ap
    );
    logic [7:0] Dab, Dbc, Dcd, Dde, Def, Dfg;
    logic Bab, Bbc, Bcd, Bde, Bef, Bfg;
    logic [7:0] diff;
    logic borrow;
    subtractor_8bit AP0(B, A, 1'b0, Dab, Bab);
    subtractor_8bit AP1(C, B, 1'b0, Dbc, Bbc);
    subtractor_8bit AP2(D, C, 1'b0, Dcd, Bcd);
    subtractor_8bit AP3(E, D, 1'b0, Dde, Bde);
    subtractor_8bit AP4(F, E, 1'b0, Def, Bef);
    subtractor_8bit AP5(G, F, 1'b0, Dfg, Bfg);
    assign diff = &((Dab ^~ Dbc) &
                    (Dbc ^~ Dcd) &
                    (Dcd ^~ Dde) &
                    (Dde ^~ Def) &
                    (Def ^~ Dfg));
    assign borrow = &((Bab ^~ Bbc) &
                      (Bbc ^~ Bcd) &
                      (Bcd ^~ Bde) &
                      (Bde ^~ Bef) &
                      (Bef ^~ Bfg));
    assign is_ap = diff & borrow;
endmodule
module subtractor_1bit(
    input A, B, Bin,
    output logic D, BW
    );
    assign D = A ^ B ^ Bin;
    assign BW = (~A & (B | Bin)) | (B & Bin);
endmodule
module subtractor_8bit(
    input [7:0] A, B, 
    input Bin,
    output logic [7:0] D, 
    output logic BW
    );
    logic [8:0] CI;
    assign CI[0] = Bin;
    assign BW = CI[8];
    generate
        for(genvar i = 0; i < 8; i++) begin
           subtractor_1bit sub_n(A[i], B[i], CI[i], D[i], CI[i+1]); 
        end
    endgenerate
endmodule

===== flow/run.sh =====
#!/bin/bash
# OpenROAD 26Q1-2900-gdf79404cd8, Yosys 0.63+post, stock flow scripts
make -C /OpenROAD-flow-scripts/flow DESIGN_CONFIG=/design/flow/config.mk WORK_HOME=/design/flow/orfs finish

===== flow/config.mk =====
export PLATFORM = sky130hd
export DESIGN_NAME = AP_detector
export DESIGN_NICKNAME = AP_detector
export VERILOG_FILES = /design/flow/design.v
export SDC_FILE = /design/flow/constraint.sdc
export NUM_CORES = 4
export LEC_CHECK = 1
export CORE_UTILIZATION = 30

===== flow/constraint.sdc =====
current_design AP_detector

set clk_period 5.9
set clk_io_pct 0.2

create_clock -name clk0 -period $clk_period

set non_clock_inputs [all_inputs -no_clocks]
set_input_delay [expr $clk_period * $clk_io_pct] -clock clk0 $non_clock_inputs
set_output_delay [expr $clk_period * $clk_io_pct] -clock clk0 [all_outputs]

==> results.cfg <==
; yosys + openroad results
[global_route]
grt_antenna_before_repair = 0
grt_util_all_layers_pct = 14.2
grt_pass1_vias = 1360
grt_pass1_wl_mm = 5.40
grt-ovfl-total = 0
grt_max_degree = 3

[floorplan]
io_pins = 57
die_y_um = 70.3
fp_util_pct = 31.7
rows = 24
die_x_um = 70.3
core_um2 = 4410
die-area_um2 = 4950

[final_layout]
seqCellArea_um2 = 0
lay_top_count = inv_1
lay_top_cells = inv_1, clkdlybuf4s50_1, fa_2, buf_4, nand4_1
final.fill_count = 403
nClkBuffers = 0
layout-drive-gt1-share_pct = 32.1
final_cells = 270
ff_count = 0
area_growth_pct = 64.3

[pwr]
power.internal_mw = 0.106
clock_power_share_pct = 0
combPwrFrac_pct = 100.0
ir_worst_vdd_uv = 44.2
leakage_nw = 0.984
p_per_area_nw_per_um2 = 83.8
pwr-share-seq_pct = 0
power_switching_mw = 0.0867
switching_share_pct = 45.0

[critical_path]
crit_arrival_ns = 5.35
worstPathMaxFanout = 2
crit_type = input pin to output port
crit_path_cell_trace = buf_6, inv_4, ha_4, inv_2, fa_2, fa_2, fa_2, fa_2, fa_2, fa_2, fa_2, or4_4, nor3_4, o22ai_2, nor4_4, buf_2
crit_family = adder cells
crit_buf_inv = 4
slowest_stage = or4_4
slowest_delay_ns = 0.53
cp-start-kind = input pin
crit_required_ns = 4.72
endpoint_kind = output port
crit_path_frequent_cell = fa_2

[flow_run]
warnings = 35
cap_violations = 0

[timing]
fin_ws_ns = -0.632
setup_violations = 1
rsz0062_at_grt = true
max_clock_freq_mhz = 153
period_used_pct = 111
final.setup.tns_ns = -0.632
min_period_ns = 6.53
worstMarginPinSlew_ns = 0.364
drv_slew = 0
hold_viol = 0
slew_headroom_pct = 75.6

[outcome]
outcome = finished with violations
violations = negative setup slack

[hold_path]
min_path_type = input pin to output port
min_from = B[0]
whs_path_depth = 7
worstHoldEndpoint = is_ap

[detailed_routing]
first_pass_iters = 2
vias = 1234
postRouteAntennaNets = 0
routedWlPerCell_um = 10.9
drc = 0
dr.first_iter.drc_count = 14
antenna-diode-count = 0
vias_per_cell = 4.57
wl_mm = 2.93

[synth]
ys_cells = 150
postSynthAreaPerCell_um2 = 9.34
yosys_area_um2 = 1400
synth_seq_share_pct = 0
yosys_warnings = 0
syn_inst = 150
syn_area_um2 = 1400
ys_types = 13

[placement]
dp_hpwl_mm = 2.80
portBuffers = 57
pre_cts_slack_ns = -1.48
gp_congestion = 0.808
dpl.cell_count = 270
## worst max-delay path by stage
stage         startpoint     to  slack (ns)  cells past startpoint
CTS                 B[0]  is_ap       -1.04                     16
finish              B[0]  is_ap       -0.63                     16
global route        D[0]  is_ap       -0.79                     16
## cell usage after synthesis, drive strengths merged
| cell | n | share of area, % |
|---|---|---|
| inv | 54 | 14 |
| fa | 42 | 60 |
| nand4 | 9 | 4.0 |
| nand2 | 8 | 2.1 |
| nor2 | 8 | 2.1 |
| ha | 6 | 5.4 |
| nor4 | 6 | 3.6 |
| nor3 | 5 | 1.8 |
| or4 | 5 | 2.7 |
| a2bb2oi | 4 | 2.5 |
| o22ai | 2 | 0.89 |
| a31oi | 1 | 0.45 |
## power groups by stage
stage / clock network (mW) / registers (mW) / logic, mW
CTS: 0 / 0 / 0.184
global route: 0 / 0 / 0.222
finish: 0 / 0 / 0.193
## through the flow
step / cell area [um2] / total power, mW / hold WS [ns] / utilization, %
floorplan: 1480 / 0.105 / 2.74 / -
global placement: 2190 / 0.179 / 3.69 / 49.7
detailed placement: 2190 / 0.182 / 3.70 / 49.7
CTS: 2200 / 0.184 / 3.11 / 49.9
global route: 2300 / 0.222 / 3.14 / 52.2
finish: 2300 / 0.193 / 3.08 / 52.2
## layout make-up
cell class / instances / area, um2 / share of cell area [%]
multi-input cells: 96 / 1380 / 59.7
repair buffers: 68 / 642 / 27.9
well taps: 52 / 65.1 / 2.83
inverters: 54 / 220 / 9.57
## timing repair
action	CTS	global route
resized	39	31
pin swaps	23	25
hold buffers	0	0
setup buffers	0	0
endpoints found under the setup margin	1	1
## routing by layer
metal / wire (um) / track usage, %
met5: 0 / 0
met4: 0 / 0
met3: 180 / 0.876
met2: 1550 / 26.8
met1: 1200 / 19.9
## cell families after synthesis
family | share of synthesized area (%)
and+or+nand+nor | 16.3
AOI/OAI and AO/OA | 3.84
buffers and inverters | 14.5
adders and majority gates | 65.4
No activity file was given, so power comes from the tool's default toggle rates.
