File: design/flow/design.v
module D_FF 
#(
    parameter N = 1
) 
(
    input clk, clear,
    input [N-1:0] D,
    output logic [N-1:0] Q
);
    always_ff @(posedge clk or negedge clear) begin 
        if(!clear)
            Q <= '0;
        else 
            Q <= D;       
    end
endmodule
module mux 
#(
    parameter N = 8
) 
(
    input [N-1:0] M,
    input [$clog2(N)-1:0] S,
    output logic Y
);
    assign Y = M[S];
endmodule
module SR 
#(
    parameter N = 8
) 
(
    input clk, clear,
    input [N-1:0] D,
    input MSBin, LSBin,
    input [$clog2(N)-1:0] S,
    output logic [N-1:0] Q
);
    logic [N-1:0] w;
    for(genvar i=0; i<N; i++) begin
        if(i == 0) begin
           mux M_n(.M({1'b0 ,Q[1] ,Q[7] ,Q[1] ,LSBin ,Q[1] ,D[0] ,Q[0]}), .S(S), .Y(w[0])); 
        end
        else if(i == N-1) begin
            mux M_n(.M({Q[6] ,Q[7] ,Q[6] ,Q[0] ,Q[6] ,MSBin ,D[7] ,Q[7]}), .S(S), .Y(w[7]));
        end
        else 
            mux M_n(.M({Q[i-1] ,Q[i+1] ,Q[i-1] ,Q[i+1] ,Q[i-1] ,Q[i+1] ,D[i] ,Q[i]}),  .S(S), .Y(w[i]));
    end
    for(genvar i=0; i<N; i++) begin
        D_FF ff_n(.clk(clk), .clear(clear), .D(w[i]), .Q(Q[i]));
    end
endmodule
File: design/flow/run.sh
#!/bin/bash
# OpenROAD 26Q1-2900-gdf79404cd8, Yosys 0.63+post, stock flow scripts
make -C /OpenROAD-flow-scripts/flow DESIGN_CONFIG=/design/flow/config.mk WORK_HOME=/design/flow/orfs finish
File: design/flow/config.mk
export PLATFORM = sky130hd
export DESIGN_NAME = SR
export DESIGN_NICKNAME = SR
export VERILOG_FILES = /design/flow/design.v
export SDC_FILE = /design/flow/constraint.sdc
export NUM_CORES = 4
export LEC_CHECK = 1
export CORE_AREA = 10 10 70 70
export DIE_AREA = 0 0 80 80
File: design/flow/constraint.sdc
current_design SR

set clk_period 1.2
set clk_io_pct 0.2

create_clock -name clk0 -period $clk_period [get_ports {clk}]

set non_clock_inputs [all_inputs -no_clocks]
set_input_delay [expr $clk_period * $clk_io_pct] -clock clk0 $non_clock_inputs
set_output_delay [expr $clk_period * $clk_io_pct] -clock clk0 [all_outputs]
==> reports/results.ini <==
[route]
drc=0
drt-total-wl_um=1420
vias_per_cell=3.72
insertedDiodeCount=0
wl_per_cell_um=12.4
first_pass_iters=4
vias=428
drt_iter0_markers=19
ant_nets=0

[placement]
place_ws_ns=-0.496
place.port_buffers=22
dp_hpwl_um=1150
place_congestion=0.760
place_area_um2=803

[finish]
fin_util_pct=25.5
nFillCells=373
drive_above_1_share_pct=39.1
design_area_um2=872
area_delta_synth_final_pct=55.9

[timing]
post-route-min-period_ns=1.19
finalMaxSlewViolations=0
final-setup-viol-count=0
hold-worst-slack_ns=0.253
worstMarginPinSlew_ns=0.356
clock.fmax_mhz=842
fin_ws_ns=0.0117
finalHoldViolCount=0
rsz0062_at_grt=yes
period_used_pct=99.0
slew-limit-headroom_pct=76.2
finalClockSkew_ns=0.00992

[floorplan]
initCoreUtil_pct=16.4
die_h_um=80
dieArea_mm2=0.00640
dieWidth_um=80
num_rows=21
io_pins=23
coreArea_mm2=0.00342

[worst_setup_path]
ff2ff_setup_slack_ns=0.01
worstPathRequired_ns=1.35
worstSetupStartpointType=register
end_kind=register
crit_fanout=4
crit_path_cell_trace=buf_6 > mux2_4 > a221oi_2 > o21ai_1
crit_type=reg -> reg
r2r_cells=4
worstPathArrival_ns=1.33
crit_path_max_incr_delay_ns=0.38
cp_top_family=flip-flops
critPathSlowestCell=dfrtp_1
critPathBufInv=1

[logic_synthesis]
syn_inst=41
yosysChipArea_um2=559
ys_cells=41
synth_area_um2=559
synthDistinctLibCells=18
yosysWarnings=1
ys_ff=8
ys_seq_share_pct=35.8
syn_area_per_cell_um2=13.6

[global_route]
grt_pass1_wl_um=2270
grt_usage_pct=4.59
overflow=0
grt_max_degree=9
antenna_found_initial=0
grt_pass1_vias=460

[clock_tree]
cts_tree=done
clockBufferDepth=2
clock_sinks=8
cts.clk_slew.worst_paths_ns=0.06
insertion_delay_ns=0.26
cts_hold_buffers=0
clock_tree.root_cell=clkbuf_4
numCtsBuffers=3
h-tree-depth=1

[power_and_ir_drop]
ir_worst_vdd_mv=0.425
leakage_nw=0.365
p_total_mw=1.09
powerDensity_mw_per_mm2=1250

[run]
warning_count=27
max-cap-violations=0

[hold_path]
min_path_type=in -> async

[run_status]
outcome=completed

-- worst max-delay path by stage --
stage	slack, ns	to	cells past startpoint	startpoint
final	0.01	register	4	register
after CTS	-0.007	register	4	register
after global routing	-0.05	register	4	register
-- worst register-to-register path, stage by stage, from the launching register on --
cell and delay, ns:
dfrtp_1 0.38, buf_6 0.13, mux2_4 0.25, a221oi_2 0.23, o21ai_1 0.08
-- synthesized netlist by cell type (all sizes together) --
cell,number,area share [%]
buf,11,15
dfrtp,8,36
mux4,6,24
mux2,2,4.7
nand2,2,1.3
nand3b,2,2.7
a221oi,1,2.7
mux2i,1,1.8
nor2,1,2.0
nor2b,1,1.1
o211ai,1,1.3
o21a,1,1.3
o21ai,1,0.89
o21bai,1,1.3
o311a,1,1.8
xnor2,1,1.6
-- through the flow --
| step | std cells | setup TNS [ns] |
|---|---|---|
| global route | 115 | -0.0466 |
| floorplan | 41 | 0 |
| CTS | 115 | -0.00720 |
| finish | 115 | 0 |
| detailed placement | 105 | -3.59 |
| global placement | 105 | -3.46 |
-- per-layer routing --
layer | wire (um) | vias up | GRT usage, % | part of all wire [%]
met5 | 0 | - | 0 | 0
met4 | 8 | 0 | 0.352 | 0.56
met3 | 161 | 2 | 3.18 | 11
met2 | 620 | 19 | 6.50 | 44
met1 | 634 | 202 | 5.83 | 45
li1 | - | 205 | - | -
-- report_power, final --
group | switching, mW | total (mW) | leakage [nW] | internal [mW]
clock network | 0.0959 | 0.211 | 0.0138 | 0.115
logic | 0.140 | 0.491 | 0.256 | 0.351
registers | 0.0414 | 0.390 | 0.0947 | 0.348
total | 0.277 | 1.09 | 0.365 | 0.814
-- kinds of logic after synthesis --
kind of cell	share of synthesized area [%]
buf+inv	15.4
xor+xnor	1.57
simple gates	7.16
compound gates	9.40
flops	35.8
mux	30.6
-- area by class of cell --
class | count | area (um2) | area share, %
timing repair buffer | 36 | 319 | 36.6
multi-input combinational | 22 | 273 | 31.3
sequential | 8 | 200 | 23.0
tap | 46 | 57.6 | 6.60
clock buffer | 3 | 22.5 | 2.58
-- cells in the final DEF (no fill, tap or decap), types with 2 or more instances in the layout --
master	count
clkdlybuf4s50_1	11
mux4_2	6
dlygate4sd2_1	11
clkbuf_4	3
nand2_1	2
nand3b_1	2
buf_4	12
dfrtp_1	8
buf_6	2
-- what timing repair did --
action / 4_1_cts / 5_1_grt
resized: 13 / 0
pin swaps: 3 / 1
buffers inserted: 7 / 0
setup endpoints to repair: 16 / 1
Power is estimated from default activity; no workload was simulated.
