## design.v

```verilog
module cla4bit #(
    parameter N = 4
) (
    input [N-1:0] A, B,
    input CI,
    output logic [N-1:0] S,
    output logic CO
);
    logic [N-1:0] P, G, C; 
    assign P[0] = A[0] ^ B[0];
    assign P[1] = A[1] ^ B[1];
    assign P[2] = A[2] ^ B[2];
    assign P[3] = A[3] ^ B[3];
    assign G[0] = A[0] & B[0];
    assign G[1] = A[1] & B[1];
    assign G[2] = A[2] & B[2];
    assign G[3] = A[3] & B[3];
    assign C[0] = CI;
    assign C[1] = G[0] | (P[0] & C[0]);
    assign C[2] = G[1] | (P[1] & G[0]) | (P[1] & P[0] & C[0]);
    assign C[3] = G[2] | (P[2] & G[1]) | (P[2] & P[1] & G[0]) | (P[2] & P[1] & P[0] & C[0]);
    assign CO   = G[3] | (P[3] & G[2]) | (P[3] & P[2] & G[1]) | (P[3] & P[2] & P[1] & G[0]) | (P[3] & P[2] & P[1] & P[0] & C[0]);
    assign S[0] = P[0] ^ C[0];
    assign S[1] = P[1] ^ C[1];
    assign S[2] = P[2] ^ C[2];
    assign S[3] = P[3] ^ C[3];
endmodule
module cla8bit #(
    parameter N = 8
) (
    input [N-1:0] A, B,
    input CI,
    output logic [N-1:0] S,
    output logic cout
);
    logic CO;
    cla4bit Cla1(A[3:0], B[3:0], CI, S[3:0], CO);
    cla4bit Cla2(A[7:4], B[7:4], CO, S[7:4], cout);
endmodule
module StaggeredAdd(Clock, A, B, CI, S, CO);
    parameter N = 16; 
    input Clock;
    input [N-1:0] A, B;
    input CI;
    output logic [N-1:0] S;
    output logic CO;
    logic [7:0] Ah, Bh, Slw, Shw, Sl;
    logic Clw, Cl, Ch;
    cla8bit Cla1(A[7:0], B[7:0], CI, Slw, Clw);
    cla8bit Cla2(A[15:8], B[15:8], Cl, Shw, Ch);
    always_ff @(posedge Clock) begin 
        Sl <= Slw;
        Cl <= Clw;
        Ah <= A[15:8];
        Bh <= B[15:8];
        S[7:0] <= Sl;
        S[15:8] <= Shw;
        CO <= Ch;        
    end 
endmodule
```

## run.sh

```bash
#!/bin/bash
# OpenROAD 26Q1-2900-gdf79404cd8, Yosys 0.63+post, stock flow scripts
make -C /OpenROAD-flow-scripts/flow DESIGN_CONFIG=/design/flow/config.mk WORK_HOME=/design/flow/orfs finish
```

## config.mk

```make
export PLATFORM = sky130hd
export DESIGN_NAME = StaggeredAdd
export DESIGN_NICKNAME = StaggeredAdd
export VERILOG_FILES = /design/flow/design.v
export SDC_FILE = /design/flow/constraint.sdc
export NUM_CORES = 4
export LEC_CHECK = 1
export CORE_AREA = 10 10 110 110
export DIE_AREA = 0 0 120 120
```

## constraint.sdc

```tcl
current_design StaggeredAdd

set clk_period 7.5
set clk_io_pct 0.2

create_clock -name clk0 -period $clk_period [get_ports {Clock}]

set non_clock_inputs [all_inputs -no_clocks]
set_input_delay [expr $clk_period * $clk_io_pct] -clock clk0 $non_clock_inputs
set_output_delay [expr $clk_period * $clk_io_pct] -clock clk0 [all_outputs]
```

==> qor.yml <==
cts:
  cts_sinks: 26
  clkTransAtPathRegs_ns: 0.09
  cts_setup_buffers: 0
  cts.hold.buffers_added: 0
  cts_tree: "yes"
  cts_buffers: 3
  htree_num_levels: 1
  cts_resized: 0
  worstSkewPairLatency_ns: 0.26
  cts_buffer_depth: 2
  root_buffer: "clkbuf_8"
hold_path:
  hold_start: "Sl[3]"
  hold_class: "flip-flop to flip-flop"
yosys:
  synthCells: 103
  yosysCellCount: 103
  syn_avg_cell_area_um2: 11.12
  synth-edff-count: 0
  numSynthFlops: 26
  synth_area_mm2: 0.001145
  synthArstFlopShare: 0
  ys.flop_type: "dfxtp_1"
  synth_chip_area_mm2: 0.001145
  yosysWarnings: 1
  top_area_cell: "dfxtp_1"
  synth.distinct_cells: 25
  synthTopCellsByCount: "dfxtp_1, ha_1, inv_1"
  synth_top_area_share: 0.4546
  area_leaders: "dfxtp_1, ha_1, fa_1"
  synth.most_common_cell: "dfxtp_1"
  synth_seq_share: 0.4546
power:
  finalPower_mw: 0.3521
  p_switching_mw: 0.07936
  power_density_mw_per_mm2: 190.0
  ir_drop_mv: 0.04055
  clock_power_share: 0.221
  leakage_nw: 0.7811
  switching_share: 0.2254
  p_seq_frac: 0.495
  p_int_mw: 0.2727
  power_frac_comb: 0.284
routing:
  viasPerCell: 2.952
  drt_iter0_markers: 45
  drc: 0
  dr.pass1.iters: 4
  drt_wl_total_mm: 2.741
  post_drt_wl_per_cell_um: 9.484
  vias: 853
  ant_nets: 0
  antennaDiodeCount: 0
placed_design:
  pre_cts_ws_ns: 3.750
  hpwl_mm: 2.474
  gp_congestion: 0.7371
  post_dp_cell_area_mm2: 0.001812
  placed_cells: 286
  portBuffers: 50
critical_path:
  path_cells: "clkdlybuf4s50_1, ha_1, and3_1, a221o_1, or2_2, fa_1, xor2_1"
  crit_type: "primary input to flip-flop"
  critPathTopFamily: "adder cells"
  setup.worst_path.start: "A[10]"
  worstSetupStartpointType: "primary input"
  r2r_start: "Cl"
  cp.arrival_ns: 3.64
  end_kind: "flip-flop"
  crit_fanout: 4
  worstPathRequired_ns: 7.66
  critPathBufInv: 1
  max_stage_delay_ns: 0.40
  crit_slowest_cell: "clkdlybuf4s50_1"
flow_run:
  cap_violations: 0
  log.warning_count: 25
layout:
  postLayoutCoreUtil: 0.1896
  fillers: 1091
  regArea_um2: 520.5
  stdcell_area_mm2: 0.001853
  layout-drive-gt1-share: 0.02564
  syn_to_final_growth_pct: 61.86
  final_cells: 289
  mi_logic_area_um2: 571.8
final_timing:
  period_minus_slack_ns: 3.477
  slew_headroom: 0.7272
  worst_pin_slew_ns: 0.4058
  maxSlewViolCount: 0
  fin_setup_tns_ns: 0
  fmax_ghz: 0.2876
  fin_crit_sh: 0.4636
  whs_ns: 0.3332
  skew_ns: 0.0008629
  worst_slack_ns: 4.023
  rsz0062_at_grt: "false"
  hold_viol: 0
  setup_viol: 0
die:
  ios: 51
  core_area_mm2: 0.009774
  die_width_um: 120
  die_y_um: 120
  die-area_mm2: 0.01440
  initial_core_util: 0.1171
  rows: 36
global_routing:
  grt_first_pass_wirelength_mm: 4.678
  grt_start_max_net_pins: 14
  grt_pass1_vias: 981
  grt_antenna_before_repair: 0
  grt_overflow: 0
  track_usage: 0.03901
run_status:
  status: "completed"
==> state kept, by name (all words and copies together) (netlist names) <==
name	count
S	16
Sl	8
CO	1
Cl	1
==> path summary, 6_finish.rpt <==
kind / endpoint / slack, ns / cells past startpoint
setup / recovery: S[13] / 4.02 / 7
hold reg to reg: S[3] / 0.33 / 0
setup reg to reg: S[13] / 5.72 / 5
hold / removal: S[3] / 0.33 / 0
==> metal layers <==
layer / vias to the layer above / GRT usage / routed length, um
met2: 31 / 0.06327 / 1238
li1: 451 / - / -
met1: 369 / 0.04941 / 1235
met4: 0 / 0.004525 / 18
met5: - / 0 / 0
met3: 2 / 0.01571 / 249
==> cell families (layout without fill, tap and decap cells) <==
logic type	after synthesis	count (layout)	synth area share
buffers and inverters	14	67	0.04590
AND/OR/NAND/NOR	13	13	0.05575
adder cells (fa/ha/maj)	20	20	0.2448
AND-OR/OR-AND	19	19	0.1147
XOR/XNOR	11	11	0.08415
flip-flops	26	26	0.4546
==> cells in the final DEF, fill, tap and decap left out, drive strengths merged <==
master and instances:
a21oi 3, ha 16, o22a 1, o2111ai 1
nand2 4, xor2 4, o21ai 3, inv 14
o31ai 1, a221o 1, o21a 2, clkbuf 3
or2 2, nand3 2, dfxtp 26, nor2b 1
a211o 1, fa 4, o22ai 1, a31oi 1
o21bai 2, xnor2 7, and3 2, nor2 2
a21o 2, clkdlybuf4s50 50
==> worst reg2reg max path, delay by kind of cell (launching register included) <==
family                     cells  cell delay [ns]
and+or+nand+nor                1             0.30
adders and majority gates      1             0.38
xor gates and xnor gates       1             0.15
DFF                            1             0.32
AOI/OAI and AO/OA              2             0.53
==> power groups by stage <==
stage / clock network (mW) / registers, mW / logic, mW
global route: 0.0885 / 0.178 / 0.113
finish: 0.0778 / 0.174 / 0.100
CTS: 0.0840 / 0.175 / 0.104
==> area by class of cell <==
class                           count  share of cell area
Clock buffer                        3             0.02228
Inverter                           14             0.02836
Multi-Input combinational cell     63              0.3086
Sequential cell                    26              0.2809
Tap cell                          133             0.08980
Timing Repair Buffer               50              0.2701
Power and IR drop assume default switching activity.
